==> flow/design.v <==
module SC (clock, reset, count);
    input clock;
    input reset;
    output reg [3:0] count = 4'b0000;
    always @(posedge clock) begin
        if (reset == 1) begin
            count <= 4'b0000;
        end
        else begin
            count <= count + 1;
        end
    end
endmodule
==> flow/run.sh <==
#!/bin/bash
# OpenROAD 26Q1-2900-gdf79404cd8, Yosys 0.63+post, stock flow scripts
make -C /OpenROAD-flow-scripts/flow DESIGN_CONFIG=/design/flow/config.mk WORK_HOME=/design/flow/orfs finish
==> flow/config.mk <==
export PLATFORM = sky130hd
export DESIGN_NAME = SC
export DESIGN_NICKNAME = SC
export VERILOG_FILES = /design/flow/design.v
export SDC_FILE = /design/flow/constraint.sdc
export NUM_CORES = 4
export LEC_CHECK = 1
export CORE_AREA = 10 10 70 70
export DIE_AREA = 0 0 80 80
==> flow/constraint.sdc <==
current_design SC

set clk_period 1.2
set clk_io_pct 0.2

create_clock -name clk0 -period $clk_period [get_ports {clock}]

set non_clock_inputs [all_inputs -no_clocks]
set_input_delay [expr $clk_period * $clk_io_pct] -clock clk0 $non_clock_inputs
set_output_delay [expr $clk_period * $clk_io_pct] -clock clk0 [all_outputs]
==> impl_metrics.csv <==
group,metric,value,unit
setup_path,r2r_slack,240,ps
cells_and_area,top_register,"count",
placement,gp_congestion,0.6740,
cells_and_area,fin_cells,72,
drt,drc_errors,0,
clocking,cts_tree,"built",
drt,met1_length,155,um
clocking,ctsHoldBuffers,0,
setup_path,cp_num_buf_inv,1,
setup_path,critical_path.startpoint_type,"flop",
grt,grt_overflow,0,
cells_and_area,layout-drive-gt1-share,44.00,%
setup_path,crit_type,"flop to output port",
clocking,path_clk_slew,40,ps
drt,post_drt_wl_per_cell,6.736,um
setup_path,crit_end,"count[1]",
setup_path,cp_slowest_cell,"dfxtp_1",
pwr,ir_worst_vdd,138.7,uV
placement,placed_area,260.3,sq um
placement,place_inst,65,
clocking,numClockSinks,4,
clocking,cts.path.max_buffers,2,
logic_synthesis,synth.distinct_cells,7,
die,die_h,80,um
sta,relSlewSlack,90.64,%
logic_synthesis,yosys-stat-area,145.1,sq um
setup_path,cp_data_arrival_time,830,ps
sta,rsz0062_at_grt,"no",
cells_and_area,most-common-layout-cells,"dlygate4sd2_1 (4), buf_4 (4), nor2_1 (3), clkbuf_4 (3), dfxtp_2 (3)",
drt,dr.max_layer_used,"met3",
die,rows,21,
cells_and_area,top_regs,"count x4",
clocking,clockRootBuffer,"clkbuf_4",
cells_and_area,area_delta_synth_final,111.2,%
placement,io_buffers,5,
cells_and_area,final_util,8.974,%
logic_synthesis,top_cell_area_share,55.17,%
worst_hold_path,hp-class,"flop to flop",
logic_synthesis,yosys_warnings,1,
logic_synthesis,synth_area,145.1,sq um
die,coreArea,0.003416,sq mm
drt,vias,139,
clocking,clk_latency,240,ps
logic_synthesis,ys_cells,13,
grt,grt_usage,1.761,%
clocking,htree_levels,1,
grt,grt_pass1_wl,765,um
drt,first_pass_iters,2,
clocking,numCtsBuffers,3,
sta,period_minus_slack,1067,ps
logic_synthesis,netlist_instances,13,
cells_and_area,largest_register_ffs,4,
grt,grt_pass1_vias,158,
setup_path,r2r_end,"count[3]",
setup_path,endpoint_kind,"output port",
placement,dpl.hpwl,308.7,um
drt,totalWireLength,485,um
grt,antenna_found_initial,0,
logic_synthesis,ys_seq_share,55.17,%
drt,met2_length,156,um
sta,fmax,0.9368,GHz
drt,viasPerCell,1.931,
drt,drt_iter0_markers,5,
setup_path,worstPathCellList,"dlygate4sd2_1",
flow_run,maxCapViolations,0,
cells_and_area,fill_cells,401,
die,fp_util,4.249,%
sta,post-route-period-util,88.96,%
setup_path,crit_family,"flip-flops",
sta,finClkSkew,3.653,ps
pwr,p_per_area,1173,mW/mm^2
cells_and_area,stdcell_area,306.5,sq um
flow_run,warnings,25,
logic_synthesis,top_area_cell,"dfxtp_1",
sta,drv_slew,0,
setup_path,worst-path-stages,1,
drt,ant_nets,0,
drt,met3_length,173,um
sta,worst_pin_slew,139.5,ps
sta,finalHoldViolations,0,
die,die-area,0.006400,sq mm
pwr,cellLeakagePower,0.1327,nW
sta,tns,0,ps
setup_path,cp_max_fo,3,
grt,grt_max_degree,4,
worst_hold_path,holdPathStages,2,
logic_synthesis,synth-seq-cells,4,
sta,setup_viol,0,
logic_synthesis,synthTopCellsByArea,"dfxtp_1 (55%), mux2_4 (10%), ha_1 (8.6%)",
setup_path,cpPeakStageDelay,350,ps
setup_path,crit_required,960,ps
logic_synthesis,syn-mean-instance-area,11.16,sq um
outcome,outcome,"finished, final reports clean",
setup_path,ff2ff_path_depth,3,
die,die_width,80,um
setup_path,rr_startpoint,"count[2]",
die,top_level_ports,6,
setup_path,critPathLaunch,"count[1]",
cells by family (layout without fill, tap and decap cells):
family	count (synthesis)	after routing	share of synthesized area [%]
multiplexers	1	1	10.34
buffers and inverters	0	12	0
adder cells (fa/ha/maj)	1	1	8.619
flip-flops	4	4	55.17
XOR/XNOR	1	1	6.036
AND/OR/NAND/NOR	6	6	19.82
other	0	1	0
worst min-delay path by stage:
stage	endpoint	slack, ps	startpoint
5_1_grt	count[0]	510	count[0]
6_report	count[0]	500	count[0]
4_1_cts	count[0]	500	count[0]
cell type report:
| class | instances | area [sq um] | share of cell area, % |
|---|---|---|---|
| Sequential cell | 4 | 83.83 | 27.35 |
| Timing Repair Buffer | 9 | 75.07 | 24.49 |
| Multi-Input combinational cell | 9 | 65.06 | 21.22 |
| Tap cell | 46 | 57.56 | 18.78 |
| Clock buffer | 3 | 22.52 | 7.347 |
| Antenna cell | 1 | 2.502 | 0.8163 |
synthesized netlist by cell type, drive strengths merged:
master  count
dfxtp       4
nor2        3
nor2b       2
ha          1
mux2        1
nand3       1
xnor2       1
metrics by stage:
step                      setup slack (ps)  total power, W  hold slack, ps
after CTS                            101.6       0.0003676           500.3
after global placement               42.02       0.0001871           441.7
after detailed placement             26.20       0.0001896           454.8
final                                132.5       0.0003596           496.4
after floorplan                      379.9       0.0001602           306.7
after global routing                 79.74       0.0003853           512.2
report_power, final:
part	switching (W)	internal, W	leakage [nW]	total [W]
combinational	0.0000143	0.0000261	0.0849	0.0000404
sequential	0.00000518	0.000143	0.0340	0.000148
clock	0.0000587	0.000112	0.0138	0.000171
total	0.0000782	0.000281	0.133	0.000360
what timing repair did:
item                                    4_1_cts  5_1_grt
endpoints found under the setup margin        4        0
setup buffers                                 3        0
resized                                       7        0
routing by layer:
layer | vias to the layer above | track usage (%)
li1 | 69 | -
met1 | 62 | 1.198
met2 | 8 | 1.926
met3 | 0 | 3.523
met4 | 0 | 0.5282
met5 | - | 0
Power figures rest on the tool's default switching activity, not on a simulated workload.
